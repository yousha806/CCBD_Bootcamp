<file path="/design/flow/config.mk">
export PLATFORM = sky130hd
export DESIGN_NAME = regex
export DESIGN_NICKNAME = regex
export VERILOG_FILES = /design/flow/design.v
export SDC_FILE = /design/flow/constraint.sdc
export NUM_CORES = 4
export LEC_CHECK = 1
export CORE_AREA = 10 10 70 70
export DIE_AREA = 0 0 80 80
</file>
<file path="/design/flow/constraint.sdc">
current_design regex

set clk_period 1.0
set clk_io_pct 0.2

create_clock -name clk0 -period $clk_period [get_ports {clk}]

set non_clock_inputs [all_inputs -no_clocks]
set_input_delay [expr $clk_period * $clk_io_pct] -clock clk0 $non_clock_inputs
set_output_delay [expr $clk_period * $clk_io_pct] -clock clk0 [all_outputs]
</file>
<file path="/design/flow/design.v">
module invert (input wire i, output wire o);
   assign o = !i;
endmodule
module and2 (input wire i0, i1, output wire o);
  assign o = i0 & i1;
endmodule
module or2 (input wire i0, i1, output wire o);
  assign o = i0 | i1;
endmodule
module xor2 (input wire i0, i1, output wire o);
  assign o = i0 ^ i1;
endmodule
module nand2 (input wire i0, i1, output wire o);
   wire t;
   and2 and2_0 (i0, i1, t);
   invert invert_0 (t, o);
endmodule
module nor2 (input wire i0, i1, output wire o);
   wire t;
   or2 or2_0 (i0, i1, t);
   invert invert_0 (t, o);
endmodule
module xnor2 (input wire i0, i1, output wire o);
   wire t;
   xor2 xor2_0 (i0, i1, t);
   invert invert_0 (t, o);
endmodule
module and3 (input wire i0, i1, i2, output wire o);
   wire t;
   and2 and2_0 (i0, i1, t);
   and2 and2_1 (i2, t, o);
endmodule
module or3 (input wire i0, i1, i2, output wire o);
   wire t;
   or2 or2_0 (i0, i1, t);
   or2 or2_1 (i2, t, o);
endmodule
module nor3 (input wire i0, i1, i2, output wire o);
   wire t;
   or2 or2_0 (i0, i1, t);
   nor2 nor2_0 (i2, t, o);
endmodule
module nand3 (input wire i0, i1, i2, output wire o);
   wire t;
   and2 and2_0 (i0, i1, t);
   nand2 nand2_1 (i2, t, o);
endmodule
module xor3 (input wire i0, i1, i2, output wire o);
   wire t;
   xor2 xor2_0 (i0, i1, t);
   xor2 xor2_1 (i2, t, o);
endmodule
module xnor3 (input wire i0, i1, i2, output wire o);
   wire t;
   xor2 xor2_0 (i0, i1, t);
   xnor2 xnor2_0 (i2, t, o);
endmodule
module mux2 (input wire i0, i1, j, output wire o);
  assign o = (j==0)?i0:i1;
endmodule
module df (input wire  clk, in, output wire  out);
reg df_out;
   initial df_out = 1'b1;
   always@(posedge clk) df_out <= in;
   assign out = df_out;
endmodule
module dfr (input wire  clk, reset, in, output wire  out);
  wire  df_in, reset_;
  invert invert_0(reset, reset_);
  and2 and2_1(in, reset_, df_in);
  df df_2(clk, df_in, out);
endmodule
module char_zero (input wire clk, reset, i, input wire ip_c, output wire o);
   wire a, b;
   xnor2 xnor2_0(ip_c, 1'b0, a);
   dfr dfr_1(clk, reset, i, b);
   and2 and2_2(a, b, o);
endmodule
module char_one (input wire clk, reset, i, input wire ip_c, output wire o);
   wire a, b;
   xnor2 xnor2_0(ip_c, 1'b1, a);
   dfr dfr_1(clk, reset, i, b);
   and2 and2_2(a, b, o);
endmodule
module bar (input wire i, output wire o, input wire i1, i2, output wire o1, o2);
   assign o1 = i;
   assign o2 = i;
   or2 or2_0 (i1, i2, o);
endmodule
module dot (input wire i, output wire o, input wire i1, i2, output wire o1, o2);
   assign o1 = i;
   assign o2 = i1;
   assign o = i2;
endmodule
module star (input wire i, output wire o, input wire i1, output wire o1);
   or2 or2_0 (i, i1, o1);
   assign o = o1;
endmodule
module zero_bar_one (input wire clk, reset, i, input wire i_c, output wire o);
   wire i1, i2, o1, o2;
   bar bar_0 (i, o, i1, i2, o1, o2);
   char_zero char_zero_0 (clk, reset, o1, i_c, i1);
   char_one   char_one_0 (clk, reset, o2, i_c, i2);
endmodule
module zero_dot_one (input wire clk, reset, i, input wire i_c, output wire o);
   wire i1, i2, o1, o2;
   dot dot_0 (i, o, i1, i2, o1, o2);
   char_zero char_zero_1 (clk, reset, o1, i_c, i1);
   char_one char_one_2 (clk, reset, o2, i_c, i2); 
endmodule
module zero_bar_one_star (input wire clk, reset, i, input wire i_c, output wire o);
   wire i1, o1;
   star star_0 (i, o, i1, o1);
   zero_bar_one zero_bar_one_1 (clk, reset, o1, i_c, i1);
endmodule
module reg_final (input wire clk, reset, i, input wire i_c, output wire o);
wire [18:0] i1;
  zero_bar_one zero_bar_1(clk, reset, i, i_c, i1[0]);
   zero_bar_one zero_bar_2(clk, reset, i1[0], i_c, i1[1]);
   zero_bar_one zero_bar_3(clk, reset, i1[1], i_c,i1[2]);
   zero_bar_one zero_bar_4(clk, reset, i1[2], i_c, i1[3]);
   zero_bar_one zero_bar_5(clk, reset, i1[3], i_c, i1[4]);
   zero_bar_one zero_bar_6(clk, reset, i1[4], i_c, i1[5]);
   zero_bar_one zero_bar_7(clk, reset, i1[5], i_c, i1[6]);
   zero_bar_one zero_bar_8(clk, reset, i1[6], i_c, i1[7]);
   zero_bar_one zero_bar_9(clk, reset, i1[7], i_c, i1[8]);
   zero_bar_one zero_bar_10(clk, reset, i1[8], i_c,i1[9]);
   zero_bar_one zero_bar_11(clk, reset, i1[9], i_c, i1[10]);
   zero_bar_one zero_bar_12(clk, reset, i1[10], i_c, i1[11]);
   zero_bar_one zero_bar_13(clk, reset, i1[11], i_c, i1[12]);
   zero_bar_one zero_bar_14(clk, reset, i1[12], i_c, i1[13]);
   zero_bar_one zero_bar_15(clk, reset, i1[13], i_c, i1[14]);
   zero_bar_one zero_bar_16(clk, reset, i1[14], i_c, i1[15]);
   zero_bar_one zero_bar_17(clk, reset, i1[15], i_c, i1[16]);
   zero_bar_one zero_bar_18(clk, reset, i1[16], i_c, i1[17]);
   zero_bar_one zero_bar_19(clk, reset, i1[17], i_c, i1[18]);
   zero_bar_one zero_bar_20(clk, reset, i1[18], i_c, o);
endmodule 
module zero_bar_one_star_one (input wire clk, reset, i, input wire i_c, output wire o);
   wire i1;
   wire i2;
   wire o1;
   wire o2;
   dot dot_0 (i, o, i1, i2, o1, o2);
   zero_bar_one_star zero_bar_one_star_1 (clk, reset, o1, i_c, i1);
   char_one   char_one_1 (clk, reset, o2, i_c, i2);
endmodule 
module regex (input wire clk, reset, i, input wire i_c, output wire o);
   wire  i1; 
   wire i2; 
   wire [1:0] i3;
   wire  o1;
   wire  o2;
   zero_bar_one_star_one part1 (clk, reset, i, i_c, i1);
   reg_final reg1 (clk, reset, i1, i_c, o);
endmodule
</file>
<file path="/design/flow/run.sh">
#!/bin/bash
# OpenROAD 26Q1-2900-gdf79404cd8, Yosys 0.63+post, stock flow scripts
make -C /OpenROAD-flow-scripts/flow DESIGN_CONFIG=/design/flow/config.mk WORK_HOME=/design/flow/orfs finish
</file>
==> run_results.csv <==
group,metric,value,unit
run_status,status,"finished, final reports clean",
placement,portBuffers,4,
power_and_ir_drop,max-vdd-ir-drop,0.815,mV
critical_path,critPathCaptureType,"output pin",
grt,grt_antenna_before_repair,0,
placement,post-place-cells,94,
synthesis,netlist_area,578,um^2
hold_path,min-delay-start,"reg1.zero_bar_16.char_one_0.dfr_1.df_2.df_out$_DFF_P_",
final_timing,maxSlewHeadroom,0.887,
critical_path,worst-setup-path-type,"flop to output pin",
floorplanning,floorplan.rows,21,
placement,gp_routability_congestion,0.737,
floorplanning,floorplan.die_area,6400,um^2
grt,total_grt_usage,0.0223,
synthesis,yosysTopAreaCellShare,0.727,
power_and_ir_drop,power,1.25,mW
synthesis,top_cell,"dfxtp_1",
power_and_ir_drop,cellPowerDensity,1810,nW/um^2
final_timing,timing.final.setup_violations,0,
grt,pin_count_of_the_biggest_net_entering_global_routing,13,
cells_and_area,instances_no_fill,98,
floorplanning,placeableCoreArea,3420,um^2
synthesis,synth.lib_cells_used.distinct,7,
clocking,root_buffer,"clkbuf_4",
final_timing,timing.fmax,1.12,GHz
synthesis,chip_area_line_of_the_yosys_report,578,um^2
final_timing,worst_slew_pin_slew,168,ps
clocking,tritoncts.num_buffers,3,
power_and_ir_drop,leakage,0.271,nW
critical_path,crit_fanout,1,
critical_path,critPathLaunchType,"flop",
critical_path,critPathRequiredTime,800,ps
synthesis,yosys.stat.seqShare,0.727,
hold_path,timing.hold.worst.class,"flop to flop",
job,log.warning_count,25,
detailed_routing,dr_total_vias,275,
detailed_routing,antenna-diode-count,0,
synthesis,synth_area_per_cell,12.8,um^2
grt,gr-total-overflow,0,
floorplanning,die_height,80,um
detailed_routing,detail_route.vias_per_cell,2.81,
clocking,post_cts_clock_slew_at_the_launch_and_capture_registers_of_the_worst_setup_and_hold_paths,100,ps
clocking,cts_max_level,1,
critical_path,worst-path-buf-inv,1,
synthesis,synthesis.instances,45,
critical_path,worst_setup_startpoint,"reg1.zero_bar_20.char_one_0.dfr_1.df_2.df_out$_DFF_P_",
synthesis,synthesis_warnings,1,
clocking,cts_hold_buffers,0,
final_timing,final.min_clock_period,891,ps
cells_and_area,fraction_of_layout_instances_using_a_drive_strength_above_1,0.135,
detailed_routing,antenna_left,0,
grt,grt_pass1_vias,227,
detailed_routing,detail_route.wl_per_cell,6.77,um
detailed_routing,drc_errors,0,
synthesis,synth.ff_latch_count,21,
synthesis,synth.largest_area_cell,"dfxtp_1",
detailed_routing,firstDrtPassIters,2,
clocking,tritoncts_clock_tree,"yes",
clocking,clock_tree.buffer_depth,2,
synthesis,ys_cells,45,
floorplanning,fraction_of_the_core_area_occupied_by_cells_at_floorplan,0.169,
placement,dp_hpwl,464,um
critical_path,cell_chain_critical_path,"clkbuf_2",
detailed_routing,initialDrtViolationCount,3,
job,cap_viol_max_count,0,
synthesis,yosys_most_used_dff,"dfxtp_1",
critical_path,crit_path_max_incr_delay,320,ps
final_timing,hold_viol_final,0,
critical_path,critical_path.top_delay_family,"flip-flops",
critical_path,worst-endpoint-arrival,690,ps
synthesis,synth.top_cells.by_area,"dfxtp_1, nor2b_1, buf_6",
floorplanning,die_width,80,um
synthesis,netlist_top_cells_count,"dfxtp_1, nor2b_1",
detailed_routing,totalWireLength,663,um
clocking,clock_insertion_delay_at_the_later_pin_of_the_skew_report,290,ps
final_timing,report.final.slew_viol_count,0,
clocking,cts_post_setup_buffers_inserted,0,
synthesis,synth_async_sr_flop_share,0,
final_timing,min_period_over_period,0.891,
final_timing,skew,5.34,ps
synthesis,number_of_enable_flip_flop_cells,0,
cells_and_area,area_growth_from_synthesis_to_final_layout,19.9,%
grt,grt_first_pass_wirelength,1100,um
final_timing,grt_setup_unrepaired,"false",
floorplanning,top_level_ports,5,
clocking,clock-sinks,21,
critical_path,slowest_stage,"dfxtp_1",
## through the flow
step	worst slack (ps)	util	hold slack (ps)	setup TNS [ps]	area, um^2
after floorplan	442	-	320	0	578
after global placement	-113	0.196	421	-1580	671
after detailed placement	-137	0.196	424	-2100	671
after CTS	10.7	0.204	452	0	698
after global routing	59.2	0.203	463	0	693
final	109	0.203	447	0	693
## power by group
group | internal (mW) | switching (mW)
Clock | 0.149 | 0.227
Sequential | 0.842 | 0.00183
Combinational | 0.0200 | 0.0138
Total | 1.01 | 0.242
## kinds of logic (layout without fill, tap and decap cells)
logic type / Yosys count / in the layout / synth area share
AND-OR/OR-AND: 1 / 1 / 0.0173
flip-flops: 21 / 21 / 0.727
AND/OR/NAND/NOR: 20 / 20 / 0.221
buffers and inverters: 3 / 10 / 0.0346
## worst paths after layout
kind,endpoint,slack [ps],depth (start not counted)
worst max-delay path,o,110,1
worst min-delay path,reg1.zero_bar_17.char_one_0.dfr_1.df_2.df_out$_DFF_P_,450,1
worst min register to register,reg1.zero_bar_17.char_one_0.dfr_1.df_2.df_out$_DFF_P_,450,1
worst max register to register,flop,420,1
## layer usage
metal / vias up / global-route usage / part of all wire
met2: 3 / 0.0241 / 0.35
li1: 148 / - / -
met4: 0 / 0.00352 / 0.027
met3: 2 / 0.0205 / 0.10
met1: 122 / 0.0311 / 0.51
met5: - / 0 / 0
## cell usage in the layout, fill, tap and decap left out
master | synthesis | final
clkbuf_4 | 0 | 3
nor2b_1 | 19 | 19
clkdlybuf4s50_1 | 0 | 3
clkinv_2 | 0 | 1
dfxtp_1 | 21 | 21
clkbuf_2 | 0 | 1
o21ba_1 | 1 | 1
buf_4 | 0 | 2
and3b_1 | 1 | 1
## registers in the layout (all words and copies together) (netlist names), named ones only
name                                           count
reg1.zero_bar_11.char_one_0.dfr_1.df_2.df_out      1
reg1.zero_bar_18.char_one_0.dfr_1.df_2.df_out      1
reg1.zero_bar_6.char_one_0.dfr_1.df_2.df_out       1
reg1.zero_bar_5.char_one_0.dfr_1.df_2.df_out       1
reg1.zero_bar_8.char_one_0.dfr_1.df_2.df_out       1
reg1.zero_bar_1.char_zero_0.dfr_1.df_2.df_out      1
reg1.zero_bar_4.char_one_0.dfr_1.df_2.df_out       1
reg1.zero_bar_9.char_one_0.dfr_1.df_2.df_out       1
reg1.zero_bar_20.char_one_0.dfr_1.df_2.df_out      1
reg1.zero_bar_17.char_one_0.dfr_1.df_2.df_out      1
reg1.zero_bar_12.char_one_0.dfr_1.df_2.df_out      1
reg1.zero_bar_7.char_one_0.dfr_1.df_2.df_out       1
reg1.zero_bar_3.char_one_0.dfr_1.df_2.df_out       1
reg1.zero_bar_10.char_one_0.dfr_1.df_2.df_out      1
reg1.zero_bar_19.char_one_0.dfr_1.df_2.df_out      1
reg1.zero_bar_2.char_zero_0.dfr_1.df_2.df_out      1
reg1.zero_bar_14.char_one_0.dfr_1.df_2.df_out      1
reg1.zero_bar_15.char_one_0.dfr_1.df_2.df_out      1
reg1.zero_bar_13.char_one_0.dfr_1.df_2.df_out      1
reg1.zero_bar_16.char_one_0.dfr_1.df_2.df_out      1
## area by class of cell
cell class	count	area [um^2]
fillers	385	2720
flip-flops and latches	21	420
clock inverters	1	5.00
well taps	46	57.6
clock buffers	3	22.5
multi-input cells	21	138
repair buffers	6	50.0
## timing repair
action | in CTS | in global routing
endpoints found under the setup margin | 1 | 1
pin swaps | 0 | 0
gates cloned | 0 | 0
resized | 2 | 1
Power is estimated from default activity; no workload was simulated.
